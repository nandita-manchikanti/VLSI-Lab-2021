### /design/flow/config.mk
export PLATFORM = sky130hd
export DESIGN_NAME = booth_multiplier
export DESIGN_NICKNAME = booth_multiplier
export VERILOG_FILES = /design/flow/design.v
export SDC_FILE = /design/flow/constraint.sdc
export NUM_CORES = 4
export LEC_CHECK = 1
export CORE_AREA = 10 10 82 82
export DIE_AREA = 0 0 92 92
### /design/flow/run.sh
#!/bin/bash
# OpenROAD 26Q1-2900-gdf79404cd8, Yosys 0.63+post, stock flow scripts
make -C /OpenROAD-flow-scripts/flow DESIGN_CONFIG=/design/flow/config.mk WORK_HOME=/design/flow/orfs finish
### /design/flow/design.v
module booth_multiplier(a,b,prod);
   input signed [3:0]a,b;
   output signed [7:0]prod;
   reg [3:0] AC,QR;
   reg[8:0] res,result = 9'b0;
   reg[2:0]temp;
   reg Q1;
   integer count;
   always@(a , b)
     begin
	    AC = 4'b0000;
        QR = b;
        Q1 = 1'b0;
	    for(count=4;count>=0;count=count-1)
		begin
		  if(count == 0)
          begin
		    result = res;
          end
		  res =  {AC,QR,Q1};
		  temp = {res[1],res[0]};
          case(temp)
            2'b01:AC = AC + a;
            2'b10:AC = AC + (~a) + 4'b0001;
            default:AC = AC;
          endcase
		  res = {AC,QR,Q1};
		  res = {res[8],res[8:1]};
		  AC = res[8:5];
		  QR = res[4:1];
		  Q1 = res[0];
         end
     end
     assign prod = result[8:1];	
endmodule
module booth_multiplication_tb();
    reg signed [3:0] a,b;
    wire signed[7:0] product;
    booth_multiplier mul_booth(a,b,product);
    initial begin
	    #0   a=4'b0010; b=4'b1011;
		#10  a=4'b0110; b=4'b1100;
		#10  a=4'b0101; b=4'b0110;
		#10  a=4'b1100; b=4'b1000;
		#10  a=4'b1001; b=4'b1000;
		#10  a=4'b1111; b=4'b1010;
		#10  a=4'b1001; b=4'b1101;
		#10  a=4'b0100; b=4'b1101;
		#10  a=4'b1110; b=4'b1111;
		#10  a=4'b0011; b=4'b1011;
		#10  a=4'b1001; b=4'b1111;
    end
	initial 
	begin
	    $monitor("%d : %d  x  %d  =  %d ",$time,a,b,product);
		$dumpfile("mul_booth.vcd");
        $dumpvars(0,booth_multiplication_tb);
	end
endmodule
### /design/flow/constraint.sdc
current_design booth_multiplier

set clk_period 8.6
set clk_io_pct 0.2

create_clock -name clk0 -period $clk_period

set non_clock_inputs [all_inputs -no_clocks]
set_input_delay [expr $clk_period * $clk_io_pct] -clock clk0 $non_clock_inputs
set_output_delay [expr $clk_period * $clk_io_pct] -clock clk0 [all_outputs]
==> qor.yml <==
hold_path_class: "in2out"
ir_drop_uv: 47.35
cp-start-kind: "input port"
fmax_ghz: 0.1208
p_per_area_nw_per_um2: 90.43
portBuffers: 16
core_um2: 5075
avgSynthCellArea_um2: 7.835
drv_slew: 0
detail-route-antenna-nets: 0
first_iter_violations: 35
flop_area_um2: 0
maxCapViolations: 0
period_used_share: 0.9629
layout_top_cell: "inv_1"
finalSetupViolCount: 0
place_congestion: 0.8221
grt_usage: 0.06801
ys_cells: 145
dp_slack_ns: -0.1682
worstPathRequired_ns: 6.88
path_max_fanout: 5
worstPathArrival_ns: 6.56
min-delay-start: "a[0]"
dpl.hpwl_mm: 2.355
grt_start_max_net_pins: 10
relSlewSlack: 0.7533
status: "finished, final reports clean"
vias_per_cell: 4.522
warnings: 44
nClkBuffers: 0
worst_setup_path_end_kind: "output pin"
fin_util: 0.3351
p_leak_nw: 0.7892
worst_slack_ns: 0.3190
antenna_cells: 0
ys_seq_share: 0
finalCriticalPeriod_ns: 8.281
dieHeight_um: 92
dieWidth_um: 92
drive_gt1_frac: 0.3149
area_growth_syn_to_layout_pct: 49.67
drc: 0
vias: 1135
ff_count: 0
tightest_slew_ns: 0.3700
grt_antenna_before_repair: 0
fillers: 533
synth_area_um2: 1136
mi_logic_area_um2: 1135
drt-total-wl_mm: 2.866
die_area_um2: 8464
syn_inst: 145
globalRouteOverflowTotal: 0
grt_first_pass_wirelength_mm: 5.030
holdBufCountCts: 0
path_class: "in2out"
yosysWarningCount: 1
worstSetupStartpoint: "a[0]"
finalNonFillerCells: 251
hold_viol_final: 0
dr.pass1.iters: 6
ys_types: 41
boundaryPins: 16
lay_top_cells: "28 x inv_1, 25 x buf_4, 21 x ha_1"
core.rowCount: 26
dp_cells: 247
ys_area_um2: 1136
grt_pass1_vias: 1118
wl_per_cell_um: 11.42
fp_util: 0.2239
-- cell families after synthesis --
logic type | share of synthesized area
AND-OR/OR-AND | 0.2864
multiplexers | 0.02643
XOR/XNOR | 0.03084
adder cells (fa/ha/maj) | 0.3701
buffers and inverters | 0.1299
AND/OR/NAND/NOR | 0.1564
-- per-stage QoR --
step	hold slack, ns	TNS [ns]	instance area [um2]	power (mW)
3_5_place_dp	4.492	-0.3347	1510	0.1303
6_report	4.282	0	1700	0.1538
2_1_floorplan	3.566	0	1136	0.07900
5_1_grt	4.323	-0.06119	1700	0.1735
4_1_cts	4.497	0	1572	0.1390
3_3_place_gp	4.491	-0.2914	1510	0.1295
-- repair_timing --
item	CTS	global route
endpoints found under the setup margin	2	2
gates resized	11	21
buffers inserted	0	4
pin swaps	4	13
-- final timing paths --
path | to | slack [ns] | cells past startpoint
setup / recovery | prod[7] | 0.32 | 25
hold / removal | prod[0] | 4.28 | 5
-- critical path: stages --
cell             delay, ns
dlymetal6s2s_1        0.14
buf_6                 0.14
o31a_1                0.28
nor3_2                0.23
buf_4                 0.15
ha_1                  0.26
xnor2_1               0.14
a221oi_1              0.30
nor2_1                0.12
ha_1                  0.31
nor2b_1               0.14
o21ai_1               0.17
nor3b_2               0.23
or3b_2                0.16
mux2i_2               0.08
a2111oi_4             0.36
inv_2                 0.10
ha_4                  0.30
a21oi_2               0.06
nor2b_1               0.10
a21oi_1               0.06
and2_1                0.17
o31a_1                0.28
nor2_2                0.12
clkdlybuf4s50_1       0.47
-- per-layer routing --
layer	vias to the layer above	GRT usage	wire [um]
met5	-	0	0
met1	528	0.09417	1411
met4	0	0	0
met3	0	0.007414	107
li1	588	-	-
met2	19	0.1182	1347
-- power breakdown --
group | switching [mW] | total, mW | internal [mW]
clock | 0 | 0 | 0
combinational | 0.0718 | 0.154 | 0.0820
sequential | 0 | 0 | 0
total | 0.0718 | 0.154 | 0.0820
-- synthesized netlist by cell type (all sizes together), types with 2 or more instances --
cell / number / share of area
inv: 29 / 0.096
ha: 24 / 0.26
a21oi: 10 / 0.044
a221oi: 7 / 0.054
o21ai: 7 / 0.031
fa: 6 / 0.11
nor2: 6 / 0.020
nand2: 5 / 0.017
nor2b: 5 / 0.028
buf: 4 / 0.028
mux2i: 3 / 0.026
a22oi: 2 / 0.013
a31oi: 2 / 0.024
and3: 2 / 0.013
clkbuf: 2 / 0.0066
nand2b: 2 / 0.011
nand3: 2 / 0.0088
nor3: 2 / 0.0088
o21bai: 2 / 0.013
o22ai: 2 / 0.011
o31a: 2 / 0.015
xnor2: 2 / 0.015
xor2: 2 / 0.015
-- cell type report --
cell class / count / area share
well taps: 70 / 0.05151
repair buffers: 42 / 0.2171
multi-input cells: 110 / 0.6674
inverters: 29 / 0.06402
Power and IR drop assume default switching activity.
